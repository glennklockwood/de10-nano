### design/flow/design.v
module blink (clk, led);
    input wire clk;      
    output wire led;     
    reg [31:0] cnt;      
    initial begin
        cnt <= 32'b0;  
    end
    always @(posedge clk) begin
        cnt <= cnt + 1;
    end
    assign led = cnt[24];
endmodule
### design/flow/run.sh
#!/bin/bash
# OpenROAD 26Q1-2900-gdf79404cd8, Yosys 0.63+post, stock flow scripts
make -C /OpenROAD-flow-scripts/flow DESIGN_CONFIG=/design/flow/config.mk WORK_HOME=/design/flow/orfs finish
### design/flow/config.mk
export PLATFORM = sky130hd
export DESIGN_NAME = blink
export DESIGN_NICKNAME = blink
export VERILOG_FILES = /design/flow/design.v
export SDC_FILE = /design/flow/constraint.sdc
export NUM_CORES = 4
export LEC_CHECK = 1
export CORE_AREA = 10 10 90 90
export DIE_AREA = 0 0 100 100
### design/flow/constraint.sdc
current_design blink

set clk_period 3.5
set clk_io_pct 0.2

create_clock -name clk0 -period $clk_period [get_ports {clk}]

set non_clock_inputs [all_inputs -no_clocks]
set_input_delay [expr $clk_period * $clk_io_pct] -clock clk0 $non_clock_inputs
set_output_delay [expr $clk_period * $clk_io_pct] -clock clk0 [all_outputs]
==> impl_metrics.json <==
{
  "ys_dominant_reg_cell": "sky130_fd_sc_hd__dfxtp_1",
  "dp_hpwl_um": 941.5,
  "cts_post_setup_buffers_inserted": 0,
  "gr-usage-all-layers_pct": 2.697,
  "pin_count": 2,
  "globalRoute.totalOverflow": 0,
  "clk_pin_slew_ns": 0.08,
  "hold_viol_final": 0,
  "power_density_nw_per_um2": 402.6,
  "achievable-frequency_mhz": 562.4,
  "max-cap-violations": 0,
  "final_min_period_over_clock_period_pct": 50.80,
  "final_layout_size_suffix_gt1_share_pct": 7.447,
  "number_of_buffers_inserted_during_clock_tree_synthesis": 3,
  "synth.yosys.chip_area_um2": 963.4,
  "clockBufferDepth": 2,
  "antenna_violations_before_repair": 0,
  "largest_register_ffs": 25,
  "vias_in_the_first_global_route": 547,
  "post_synthesis_cells": 90,
  "design_power_total_mw": 0.4473,
  "route.final.wire_length_um": 1301,
  "cts.hold.buffers_added": 0,
  "worst_ep_arrival_time_ns": 1.08,
  "htreeDepth": 1,
  "chipHeight_um": 100,
  "synth_sequential_area_ratio_pct": 51.95,
  "rsz0062_at_grt": "no",
  "grt_max_degree": 15,
  "synth_stat.cells": 90,
  "vdd.ir_drop.worst_uv": 234.3,
  "core-area_um2": 6277,
  "detail_route.wirelength.met1_um": 718,
  "worst_slew_pin_slew_ns": 0.4962,
  "netlist-cell-type-count": 18,
  "avgRoutedWirePerCell_um": 7.608,
  "worst_r2r_start": "cnt[0]",
  "crit_fanout": 2,
  "seq_area_um2": 500.5,
  "worst_path_dominant_cell_family": "buffers and inverters",
  "max-slew-margin-rel_pct": 66.74,
  "synthesis.yosys.warnings": 1,
  "outcome": "complete, no violations",
  "wire_length_on_met3_um": 79,
  "timing.final.setup_violations": 0,
  "grt_first_pass_wirelength_um": 2352,
  "ctsRootBufferMaster": "sky130_fd_sc_hd__clkbuf_8",
  "fp_util_pct": 15.35,
  "warning_count": 25,
  "cts-resized-gates": 0,
  "syn_avg_cell_area_um2": 10.70,
  "numSynthFlops": 25,
  "timing.critical_path.cells": "clkdlybuf4s50_1",
  "cts_tree": "built",
  "finalWorstPathRequiredPeriod_ns": 1.778,
  "worst_path_largest_cell_delay_ns": 0.47,
  "insertedDiodeCount": 0,
  "hold_class": "reg2reg",
  "place_area_um2": 1065,
  "area.combinational_um2": 454.2,
  "worst-endpoint-required_ns": 2.80,
  "floorplan.rows": 29,
  "synth-edff-count": 0,
  "ant_nets": 0,
  "drc": 0,
  "cp.buffers_inverters": 1,
  "clk-insertion-delay-late_ns": 0.26,
  "floorplan.die_area_um2": 10000,
  "crit_slowest_cell": "sky130_fd_sc_hd__clkdlybuf4s50_1",
  "via_density_per_instance": 3.421,
  "hold-worst-slack_ns": 0.4086,
  "static-leakage-power_nw": 0.4564,
  "dr_wl_met2_um": 502,
  "drtIter0Drc": 33,
  "largest_registers_in_the_final_layout": "cnt x25",
  "design_area_um2": 1111,
  "async_flop_share_pct": 0,
  "finalWeightedCongestion": 0.7516,
  "launch_point_of_the_worst_path": "cnt[24]",
  "num-fill-cells": 694,
  "path_class": "reg2out",
  "routed.top_layer": "met3",
  "firstDrtPassIters": 4,
  "routed-via-count": 585,
  "port_buffers": 1,
  "min_from": "cnt[0]",
  "fin_setup_tns_ns": 0,
  "flow.area_growth_from_synthesis_pct": 15.33,
  "critical_path.startpoint_type": "flop",
  "final.setup_skew_ns": 0.004823,
  "cts.sinks": 25,
  "width_of_the_chip_um": 100,
  "summed_instance_area_of_the_synthesized_netlist_um2": 963.4,
  "timing_max_transition_violations_final": 0,
  "max_flop_register": "cnt",
  "endpoint_kind": "output port"
}
-- synthesized netlist by cell type (2+ instances only) --
| cell type | instances | share of area [%] |
|---|---|---|
| sky130_fd_sc_hd__nor3_1 | 3 | 1.6 |
| sky130_fd_sc_hd__dfxtp_1 | 25 | 52 |
| sky130_fd_sc_hd__xnor2_1 | 9 | 8.2 |
| sky130_fd_sc_hd__nand3_1 | 7 | 3.6 |
| sky130_fd_sc_hd__nor2_1 | 5 | 1.9 |
| sky130_fd_sc_hd__nand4_1 | 4 | 2.6 |
| sky130_fd_sc_hd__and3_1 | 7 | 4.5 |
| sky130_fd_sc_hd__and4_1 | 2 | 1.8 |
| sky130_fd_sc_hd__xor2_1 | 14 | 13 |
| sky130_fd_sc_hd__nand2_1 | 6 | 2.3 |
-- where the power goes --
group          internal (mW)    total, mW  switching [mW]  leakage [nW]
sequential             0.284        0.284               0         0.201
combinational              0  0.000000230               0         0.230
clock                 0.0794        0.163          0.0839        0.0255
-- worst paths after layout --
kind | endpoint | slack, ns | cells after the start
setup / recovery | led | 1.72 | 1
hold / removal | cnt[0] | 0.41 | 1
setup reg to reg | cnt[20] | 1.84 | 5
hold reg to reg | cnt[0] | 0.41 | 1
-- through the flow --
stage | worst slack (ns) | util, % | instances
2_1_floorplan | 2.102 | - | 90
3_3_place_gp | 1.918 | 16.96 | 167
3_5_place_dp | 1.866 | 16.96 | 167
4_1_cts | 1.694 | 17.70 | 171
5_1_grt | 1.659 | 17.70 | 171
6_report | 1.722 | 17.70 | 171
-- layout by cell type, fill, tap and decap left out --
master                            count
sky130_fd_sc_hd__nor4_4               1
sky130_fd_sc_hd__xor2_1              14
sky130_fd_sc_hd__nor3_1               3
sky130_fd_sc_hd__nand3b_1             1
sky130_fd_sc_hd__clkinv_2             1
sky130_fd_sc_hd__clkdlybuf4s50_1      1
sky130_fd_sc_hd__nand2_1              6
sky130_fd_sc_hd__ha_1                 1
sky130_fd_sc_hd__dfxtp_1             25
sky130_fd_sc_hd__nor3_2               1
sky130_fd_sc_hd__nand4_2              1
sky130_fd_sc_hd__nand3_1              7
sky130_fd_sc_hd__inv_1                1
sky130_fd_sc_hd__and4_1               2
sky130_fd_sc_hd__clkbuf_8             3
sky130_fd_sc_hd__and3_1               7
sky130_fd_sc_hd__nor2_1               5
sky130_fd_sc_hd__nand4_1              4
sky130_fd_sc_hd__xnor2_1              9
sky130_fd_sc_hd__nand4bb_1            1
-- cell families after synthesis --
kind of cell	Yosys count	synth area share, %
buffers and inverters	2	0.9082
and+or+nand+nor	39	24.93
DFF	25	51.95
adders and majority gates	1	1.298
xor gates and xnor gates	23	20.91
-- per-layer routing --
metal | vias up | track usage, %
met3 | 0 | 1.249
li1 | 318 | -
met1 | 257 | 3.816
met2 | 10 | 3.883
met4 | 0 | 0.1087
met5 | - | 0
-- cell type report --
cell class / count / area share (%)
repair buffers: 1 / 0.9009
multi-input cells: 63 / 40.88
flip-flops and latches: 25 / 45.04
well taps: 77 / 8.671
inverters: 1 / 0.3378
clock buffers: 3 / 3.716
clock inverters: 1 / 0.4504
Power and IR drop assume default switching activity.
